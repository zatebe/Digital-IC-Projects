File: design/flow/config.mk
export PLATFORM = sky130hd
export DESIGN_NAME = counter
export DESIGN_NICKNAME = counter
export VERILOG_FILES = /design/flow/design.v
export SDC_FILE = /design/flow/constraint.sdc
export NUM_CORES = 4
export LEC_CHECK = 1
export CORE_UTILIZATION = 30
File: design/flow/constraint.sdc
current_design counter

set clk_period 3.0
set clk_io_pct 0.2

create_clock -name clk0 -period $clk_period [get_ports {clk}]

set non_clock_inputs [all_inputs -no_clocks]
set_input_delay [expr $clk_period * $clk_io_pct] -clock clk0 $non_clock_inputs
set_output_delay [expr $clk_period * $clk_io_pct] -clock clk0 [all_outputs]
File: design/flow/design.v
`timescale 1ns / 1ps
module counter(
    input clk,
    input reset,
    output reg [3:0] an,
    output reg [6:0] seg
    );
    reg [25:0] half_sec_counter;  
    reg [3:0] ones;  
    reg [3:0] tens;  
    reg [3:0] display;  
    wire [1:0] led_select;  
    wire en;  
    always @(posedge clk or posedge reset)  
    begin
        if (reset == 1)
            half_sec_counter <= 0;
        else begin
            if (half_sec_counter >= 49999999)
                half_sec_counter <= 0;
            else 
                half_sec_counter <= half_sec_counter + 1;
        end
    end
    assign en = (half_sec_counter == 49999999) ? 1 : 0;
    always @(posedge clk or posedge reset)  
    begin  
        if (reset == 1)
            {ones, tens} <= 0;
        else if (en == 1) 
        begin
    	   ones <= ones < 9 ? ones + 1 : 0;
    	   tens <= ones < 9 ? tens : tens < 9 ? tens + 1 : 0;
        end 
    end
    assign led_select = half_sec_counter[19];  
    always @(posedge clk)  
    begin
        if (led_select == 1) begin
            an = 4'b1101; 
            display = tens;
        end else begin
            an = 4'b1110; 
            display = ones;  
        end
    end
    always @(posedge clk)
    begin
        case(display) 
        4'b0001: seg = 7'b1111001;  
        4'b0010: seg = 7'b0100100;  
        4'b0011: seg = 7'b0110000;  
        4'b0100: seg = 7'b0011001;  
        4'b0101: seg = 7'b0010010;  
        4'b0110: seg = 7'b0000010;  
        4'b0111: seg = 7'b1111000;  
        4'b1000: seg = 7'b0000000;  
        4'b1001: seg = 7'b0010000;  
        default: seg = 7'b1000000;  
        endcase
    end  
endmodule
File: design/flow/run.sh
#!/bin/bash
# OpenROAD 26Q1-2900-gdf79404cd8, Yosys 0.63+post, stock flow scripts
make -C /OpenROAD-flow-scripts/flow DESIGN_CONFIG=/design/flow/config.mk WORK_HOME=/design/flow/orfs finish
==> impl_metrics.env <==
# yosys + openroad results
export IMPL_path_class="reg -> reg"
export IMPL_yosys_cells=242
export IMPL_slew_violations=0
export IMPL_chip_area_sq_um=8500
export IMPL_status="completed"
export IMPL_period_minus_slack_ns=2.35
export IMPL_fin_cells=351
export IMPL_layout_setup_ws_ns=0.647
export IMPL_grt_setup_unrepaired="false"
export IMPL_die_w_um=92.2
export IMPL_r2r_start="half_sec_counter[20]"
export IMPL_cts_setup_buffers=0
export IMPL_flop_cell="dfrtp_1"
export IMPL_clkTransAtPathRegs_ns=0.09
export IMPL_worstSetupEndpointType="flop"
export IMPL_enable_flop_cells=0
export IMPL_multiInputGateArea_sq_um=1180
export IMPL_hold_depth=1
export IMPL_first_pass_iters=4
export IMPL_max_slew_margin_rel_pct=63.0
export IMPL_crit_required_ns=3.16
export IMPL_syn_avg_cell_area_sq_um=10.1
export IMPL_core_sq_um=7810
export IMPL_reg2reg_depth=5
export IMPL_grt_start_max_net_pins=35
export IMPL_hold_path_class="reg -> reg"
export IMPL_postCtsHoldBufs=0
export IMPL_fillers=786
export IMPL_maxCapViolations=0
export IMPL_dpl_worst_slack_ns=0.666
export IMPL_clockBufferDepth=2
export IMPL_power_mw=1.02
export IMPL_power_density_nw_per_um2=380
export IMPL_io_pins=13
export IMPL_finalSetupViolCount=0
export IMPL_synth_top_area_share_pct=34.9
export IMPL_routedWlPerCell_um=13.0
export IMPL_cts_max_level=2
export IMPL_ys_warn_count=1
export IMPL_r2r_end="half_sec_counter[25]"
export IMPL_dieHeight_um=92.2
export IMPL_drcViolationCount=0
export IMPL_final_layout_size_suffix_gt1_share_pct=10.0
export IMPL_tightest_slew_ns=0.556
export IMPL_syn_area_sq_um=2440
export IMPL_dpl_hpwl_um=3010
export IMPL_cts_resized=0
export IMPL_rrSetupSlack_ns=0.65
export IMPL_cts_sinks=47
export IMPL_cts_root_buffer="clkbuf_8"
export IMPL_vias=1799
export IMPL_ys_types=50
export IMPL_grtUsageTotal_pct=11.7
export IMPL_grt_pass1_vias=1651
export IMPL_numCtsBuffers=5
export IMPL_viasPerCell=5.13
export IMPL_grt_ovfl_total=0
export IMPL_grt_pass1_wl_um=8000
export IMPL_finClkSkew_ns=0.0106
export IMPL_wl_um=4550
export IMPL_cts_tree="yes"
export IMPL_warnings=31
export IMPL_drtIter0Drc=81
export IMPL_regArea_sq_um=1110
export IMPL_placedInstanceArea_sq_um=2590
export IMPL_async_flop_share_pct=72.3
export IMPL_yosysTopAreaCell="dfrtp_1"
export IMPL_fin_setup_tns_ns=0
export IMPL_seq_area_frac_synth_pct=45.5
export IMPL_synthTopCellsByArea="dfrtp_1 (35%), dfxtp_1 (11%), ha_1 (5.1%), nor3_1 (3.3%), xor2_1 (3.2%)"
export IMPL_antenna_found_initial=0
export IMPL_yosys_area_sq_um=2440
export IMPL_finalClockPeriodUsage_pct=78.4
export IMPL_dp_cells=343
export IMPL_cp_start_kind="flop"
export IMPL_min_to="half_sec_counter[24]"
export IMPL_crit_arrival_ns=2.51
export IMPL_routabilityCongestion=0.789
export IMPL_area_growth_synth_to_final_pct=9.74
export IMPL_hold_start="half_sec_counter[25]"
export IMPL_drtAntennaViolNets=0
export IMPL_hold_viol_final=0
export IMPL_rows=32
export IMPL_p_leak_nw=1.01
export IMPL_cp_max_fo=14
export IMPL_peakVddDrop_mv=0.159
export IMPL_finalInstanceArea_sq_um=2680
export IMPL_syn_inst=242
export IMPL_num_antenna_cells=0
export IMPL_fmax_mhz=425
export IMPL_synth_flops=47
export IMPL_clock_latency_ns=0.30
export IMPL_initCoreUtil_pct=31.3
export IMPL_port_buffers=10
## critical path, stage by stage (launching register included)
cell      delay, ns
dfrtp_1        0.42
nand4_1        0.23
or4_1          0.76
a31oi_4        0.42
buf_4          0.30
a211oi_1       0.08
## cell families after synthesis
kind of cell / synth area share, %
compound gates: 13.3
xor+xnor: 4.67
fa+ha+maj: 5.13
buf+inv: 6.36
flops: 45.5
mux: 2.56
other cells: 0.154
simple gates: 22.3
## per-stage QoR
| stage | hold slack [ns] | utilization, % |
|---|---|---|
| after global routing | 0.537 | 34.3 |
| after global placement | 0.480 | 33.2 |
| after floorplan | 0.386 | - |
| final | 0.490 | 34.3 |
| after detailed placement | 0.479 | 33.2 |
| after CTS | 0.486 | 34.3 |
## metal layers
metal | vias up | track usage [%] | share of wire (%)
met2 | 32 | 16.6 | 42
met3 | 4 | 2.11 | 3.2
met1 | 861 | 19.7 | 54
li1 | 902 | - | -
met5 | - | 0 | 0
met4 | 0 | 1.30 | 1.1
## cell usage in the layout, fill, tap and decap left out, drive strengths merged, types with 2 or more instances in the layout
master         instances
clkdlybuf4s50         10
and3                   3
dfrtp                 34
nand3                  8
xnor2                  4
nor2                   9
ha                    10
nand2b                 3
a211oi                12
dfxtp                 13
and4                   2
o31ai                 10
or3                    7
and2                   2
inv                   15
mux2i                  4
nor3                  16
a21oi                  2
conb                   2
nand4                 12
o22ai                  3
mux2                   2
xor2                   9
clkbuf                 6
o21ai                 11
nand2                 10
or4                    8
o41ai                  3
buf                    2
clkinvlp               2
nor4                   4
## sequential cells by signal, indices dropped and copies added (netlist names)
signal / count
half_sec_counter: 26
tens: 4
display: 4
seg: 7
ones: 4
an: 2
## synth_stat cells, types with 3 or more instances
library cell / number
a211oi_1: 10
buf_2: 3
buf_6: 4
clkbuf_1: 5
dfrtp_1: 34
dfxtp_1: 13
ha_1: 10
inv_1: 14
mux2i_1: 4
nand2_1: 9
nand2b_1: 3
nand3_1: 8
nand4_1: 11
nor2_1: 9
nor3_1: 16
nor4_1: 4
o21ai_0: 11
o22ai_1: 3
o31ai_1: 10
o41ai_1: 3
or3_1: 5
or4_1: 7
xnor2_1: 4
xor2_1: 9
## report_power, final
group | switching, mW | leakage (nW) | internal (mW) | total, mW
combinational | 0.00930 | 0.400 | 0.00208 | 0.0114
clock | 0.212 | 0.0412 | 0.163 | 0.375
sequential | 0 | 0.570 | 0.630 | 0.630
## how the worst max path moves through the flow
stage                           startpoint                    to  slack, ns  depth (start not counted)
after CTS             half_sec_counter[20]  half_sec_counter[25]       0.65                          5
after global routing  half_sec_counter[20]  half_sec_counter[25]       0.48                          5
final                 half_sec_counter[20]  half_sec_counter[25]       0.65                          5
## area by class of cell
cell class | count | share of cell area (%)
tap | 102 | 4.77
timing repair buffer | 12 | 4.30
clock inverter | 2 | 0.467
inverter | 16 | 2.29
sequential | 47 | 41.5
clock buffer | 6 | 2.71
multi-input combinational | 166 | 44.0
Power is estimated from default activity; no workload was simulated.
