## run.sh

```bash
#!/bin/bash
# OpenROAD 26Q1-2900-gdf79404cd8, Yosys 0.63+post, stock flow scripts
make -C /OpenROAD-flow-scripts/flow DESIGN_CONFIG=/design/flow/config.mk WORK_HOME=/design/flow/orfs finish
```

## config.mk

```make
export PLATFORM = sky130hd
export DESIGN_NAME = moore
export DESIGN_NICKNAME = moore
export VERILOG_FILES = /design/flow/design.v
export SDC_FILE = /design/flow/constraint.sdc
export NUM_CORES = 4
export LEC_CHECK = 1
export CORE_AREA = 10 10 70 70
export DIE_AREA = 0 0 80 80
```

## constraint.sdc

```tcl
current_design moore

set clk_period 1.1
set clk_io_pct 0.2

create_clock -name clk0 -period $clk_period [get_ports {clk}]

set non_clock_inputs [all_inputs -no_clocks]
set_input_delay [expr $clk_period * $clk_io_pct] -clock clk0 $non_clock_inputs
set_output_delay [expr $clk_period * $clk_io_pct] -clock clk0 [all_outputs]
```

## design.v

```verilog
`timescale 1ns / 1ps
module moore(
    input clk,
    input reset,
    input  in,
    output out
    );
    localparam A = 3'b000;
    localparam B = 3'b001;
    localparam C = 3'b010;
    localparam D = 3'b011;
    localparam E = 3'b100;
    reg [3:0] state; 
    reg [3:0] next;  
    always @(posedge clk or posedge reset)
    begin
        if (reset)
            state <= A;
        else
            state <= next;
    end
    always @(*)
    begin
        case(state)
            A: next = in ? B : D;
            B: next = in ? C : D;
            C: next = in ? E : C;
            D: next = in ? E : D;
            E: next = in ? E : E;
            default: next = A;
        endcase    
    end
    assign out = (state == C || state == E);
endmodule
```

==> writeup.txt <==
The run finished, with violations left. The final reports fail on negative setup slack. For reference, XOR and XNOR gates occupy 0% of the area reported after synthesis.

The run gives 126 um2 as the storage element area. The depth of the worst register-to-register path came out at 4. The global-route track usage on met1 came out at 1.74%. In this run, CTS created clock tree buffers numbering 3.

The layer with the highest usage was met1. The run gives 0 as the count of hold buffers inserted by post-cts repair. The logs give 5.35% for the initial cell density of the core and 0 for the global route total overflow. For this run, the leading register cell type out of synthesis is dfrtp_1.

The tools report the post-route antenna net violation count as 0. Per the CTS log, the root buffer master is clkbuf_4. With the routed wire length at 386 um, the DRC violations left is 0. Counting every sink on the clock net gives 5. The floorplan step defined a die boundary enclosing 6400 um2. Checking hold timing, the worst path is listed with class primary input to asynchronous set/reset pin.

For the clock insertion delay at the later pin of the skew report, the log shows 0.24 ns. The highest ir drop seen on vdd is 723 uV. The worst setup path is captured at a primary output. Among all stages on the critical path, the largest delay is contributed by dfrtp_1.

Pin placement for this block handled 4 I/O pins. The placement report lists the number of port buffers as 3. For the all-layer global routing usage, the log shows 1.39%. For this sky-water flow run, the detailed-routed wirelength per cell is reported as 5.44 um. The logs give 0.656 for the global placement routability congestion and 1 for the CTS H-tree depth. The areal power density over the cells came out at 1330 nW/um2.

The critical path data arrival time was 0.97 ns. In the post-synthesis netlist, the biggest area contributors are dfrtp_1, dfstp_2, mux2_4. The run gives 0.03 ns for the register-to-register setup slack. The final critical-path required period was 1.19 ns. In this run the horizontal extent of the chip is 80 um.

For this run, global-route usage on met2 was measured as 1.61%. Maximum fanout along the worst path: 2. TritonCTS built the clock tree.

The delay contributed by the slowest stage of the critical path is 0.37 ns. The count of routing violations after the opening detailed-route iteration came out at 0. The share of flip-flops with an asynchronous set or reset after synthesis works out to 100%. After Yosys synthesis, full adders, half adders and majority gates account for 0% of the synthesized area.

The run gives 21 for the placement row count. Setup repair after global routing could not meet its margin everywhere. A synthesized cell averages 13.0 um2.

Among all cell types in the netlist, the one instantiated most often is dfrtp_1. For the via count of the first global-routing pass, the log shows 160. OpenROAD emitted warnings numbering 27. The leakage power in the latest report is 0.137 nW. With the count of final setup violators at 1, the final worst-path setup slack is -0.0907 ns. The logs give 0.00457 ns for the setup skew after layout and 662 um for the first-pass GRT wire length. The clock slew at the register clock pins of the worst setup and hold paths is 0.04 ns, and the height of the die is 80 um. The count of library flops with an enable pin came out at 0. By startpoint and endpoint, the worst setup path is classified as register to primary output.

The share of the Yosys chip area taken by registers is 69.2%. Data on the critical path is required at its endpoint by 0.88 ns. The synthesis-to-layout area growth was 89.0%; the overall power after layout was 459 uW.

The cell-mix breakdown from Yosys lists the compound-gate area share as 2.74%. With the yosys warning tally at 1, the area of the placeable core is 3420 um2. The number of vias per cell after detailed routing was 1.89; the chip area line of the yosys report was 183 um2. The share of synthesized area in the top cell type comes to 54.8%. The biggest area contributor in the post-synthesis netlist is dfrtp_1.

The proportion of layout cells with a drive suffix above 1 is 52.0%. No sink is reached through more buffers than the 2 on the longest clock path. The run reported a max-capacitance violation count of 0. Endpoints failing hold in the final report were tallied at 0.

The overall via count from detail_route is 134, and the final clock period utilization by the worst path is 108%. The count of filler cells inserted in the layout was 404; the yosys stat cell total was 14. Entering global routing, the biggest net connects 6 pins. With the number of antenna violations at the first check in global routing at 0, the count of distinct cell types in the synthesized netlist is 11.

The mapped netlist covers 183 um2. For reference, the top logic cell family by area is simple AND/OR/NAND/NOR gates. Listed in order, past its start point the critical path passes or2_4, buf_6. For the global-route track usage on met3, the log shows 1.36%. Yosys reported a register bit count of 5. Cells fill 10.1% of the core in the end. The multiplexer share of the synthesized area is 8.22%. The run gives 1 for the iteration count of the initial detailed-routing pass. The run gives -0.201 ns for the worst setup slack before clock tree synthesis. Broken down by cell family, the worst path's largest delay share belongs to flip-flops. In the final report, the number of pins over their slew limit comes to 0. The buffer-and-inverter tally for the worst setup path works out to 1. The area fraction in and, or, nand and nor cells after synthesis came out at 15.8%. The number of antenna repair diodes is 0.

Leaving out buffers and inverters, the combinational logic in the layout accounts for 58.8 um2. Derived from the worst setup path, the maximum achievable clock frequency is 840 MHz. STA classifies the critical path startpoint as a register. In the synthesized netlist, the number of instances is 14.
[cells by family (layout without fill, tap and decap cells)]
| family | count (synthesis) | count (layout) |
|---|---|---|
| muxes | 1 | 1 |
| buffers and inverters | 1 | 12 |
| AOI/OAI and AO/OA | 1 | 1 |
| other | 1 | 1 |
| and+or+nand+nor | 5 | 5 |
| DFF | 5 | 5 |
[layout by cell type (no fill, tap or decap)]
cell / instances
conb_1: 1
dfrtp_1: 4
o21ai_2: 1
mux2_4: 1
clkdlybuf4s50_1: 2
clkbuf_1: 1
nand2b_1: 1
and2_2: 1
nor2_1: 1
nor3_1: 1
buf_4: 1
inv_1: 1
or2_4: 1
clkbuf_4: 3
dfstp_2: 1
buf_6: 4
[worst reg2reg max path, delay by kind of cell (launching register included)]
kind	cells	cell delay (ns)
flip-flops	1	0.38
buffers and inverters	3	0.33
multiplexers	1	0.25
[metrics by stage]
| stage | setup TNS [ns] | instances | hold slack, ns | cell area, um2 |
|---|---|---|---|---|
| CTS | -0.0927 | 69 | 0.181 | 315 |
| global route | -0.120 | 71 | 0.190 | 345 |
| global placement | -0.271 | 64 | 0.428 | 278 |
| detailed placement | -0.296 | 64 | 0.432 | 278 |
| finish | -0.0907 | 71 | 0.183 | 345 |
| floorplan | 0 | 14 | -0.00221 | 183 |
[worst max-delay path by stage]
stage / end / startpoint / slack, ns / depth (start not counted)
finish: out / state[1] / -0.09 / 2
CTS: out / register / -0.09 / 2
global route: out / state[1] / -0.12 / 2
[area by class of cell]
| cell class | instances | area share (%) |
|---|---|---|
| sequential | 5 | 36.6 |
| timing repair buffer | 7 | 21.0 |
| multi-input combinational | 8 | 17.0 |
| tap | 46 | 16.7 |
| clock buffer | 4 | 7.61 |
| inverter | 1 | 1.09 |
[routing by layer]
metal / wire, um / vias to the layer above
met5: 0 / -
met4: 0 / 0
met3: 43 / 0
met2: 142 / 7
met1: 200 / 63
li1: - / 64
[report_power, final]
group          internal (mW)  total [mW]  switching (mW)
sequential             0.196       0.202         0.00594
combinational         0.0330      0.0490          0.0160
clock                  0.137       0.208          0.0714
total                  0.366       0.459          0.0933
[repair_timing]
action,CTS,global route
buffers inserted,1,2
gates resized,6,5
setup endpoints to repair,1,1
pin swaps,0,1
Power figures rest on the tool's default switching activity, not on a simulated workload.
